$ cat /design/flow/design.v
module dual_ram(din,dout,wr_addr,rd_addr,we,re,clk,rst);
parameter depth=16,
	  width=8,
	  addr=4;
input [width-1:0]din;
input [addr-1:0]wr_addr,rd_addr;
input clk,rst,we,re;
output reg [width-1:0]dout;
reg [width-1:0]mem[depth-1:0];
integer i;
always@(posedge clk)
begin
	if(rst)
	begin
		dout<=0;
		for(i=0;i<16;i=i+1)
		mem[i]<=8'd0;
	end
	else
	begin
		if(we)
		mem[wr_addr]<=din;
		else
		mem[wr_addr]<=mem[wr_addr];
		if(re)
		dout<=mem[rd_addr];
		else
			mem[rd_addr]<=mem[addr];
end
end
endmodule
$ cat /design/flow/run.sh
#!/bin/bash
# OpenROAD 26Q1-2900-gdf79404cd8, Yosys 0.63+post, stock flow scripts
make -C /OpenROAD-flow-scripts/flow DESIGN_CONFIG=/design/flow/config.mk WORK_HOME=/design/flow/orfs finish
$ cat /design/flow/config.mk
export PLATFORM = sky130hd
export DESIGN_NAME = dual_ram
export DESIGN_NICKNAME = dual_ram
export VERILOG_FILES = /design/flow/design.v
export SDC_FILE = /design/flow/constraint.sdc
export NUM_CORES = 4
export LEC_CHECK = 1
export CORE_UTILIZATION = 50
$ cat /design/flow/constraint.sdc
current_design dual_ram

set clk_period 3.2
set clk_io_pct 0.2

create_clock -name clk0 -period $clk_period [get_ports {clk}]

set non_clock_inputs [all_inputs -no_clocks]
set_input_delay [expr $clk_period * $clk_io_pct] -clock clk0 $non_clock_inputs
set_output_delay [expr $clk_period * $clk_io_pct] -clock clk0 [all_outputs]
==> results.txt <==
Status: complete, no violations
Min cycle time layout: 2650 ps
Number of I/O pins: 28
Hold depth: 2
Number of post-CTS setup repair buffers: 0
Core region area: 0.0135 mm²
Global router's overall resource usage: 0.300
Synthesis-to-finish area growth: 17.5%
Crit path capture type: flip-flop
Worst IR Drop VDD: 0.411 mV
Worst Path Buf+Inv: 1
Portion of the post-synthesis area used by sequential elements: 0.569
Post-synth tally of flip-flops with integrated enable: 128
Highest net fanout along the worst path: 9
Switching share of total power: 0.220
Launching point of the worst reg2reg path: mem[4][0]$_SDFFCE_PN0P_
Total length of routed wires: 18.6 mm
Die span in x: 121 µm
Leakage power of the design: 3.07 nW
Cell at the root of the clock tree: sky130_fd_sc_hd__clkbuf_16
Total number of placement rows: 42
Cell type group with the largest total delay on the critical path: simple AND/OR/NAND/NOR gates
Worst hold path startpoint: dout[6]$_SDFFE_PP0P_
Area leader, netlist: sky130_fd_sc_hd__edfxtp_1
Power dissipated by switching net loads: 0.999 mW
Main flop type after synthesis: sky130_fd_sc_hd__edfxtp_1
Slew at the pin with the worst max-slew slack: 875 ps
Combinational power share: 0.087
Number of clock sinks: 136
Maxcap violations: 0
Synthesized area divided by synthesized cell count: 13.6 µm²
Vias in the first global route: 4,853
Core utilization of the finished layout: 0.612
Internal power: 3.54 mW
Number of buffers created by CTS: 17
Clock insertion delay at the later pin of the skew report: 420 ps
Number of iterations in the first detailed-routing pass: 5
Level count of the clock H-tree: 4
Total count of hold-check failures in the final report: 0
Worst relative slew slack: 0.415
Maximum single-stage delay on the critical path: 850 ps
Leading cell type by number of instances after synthesis: sky130_fd_sc_hd__edfxtp_1
Number of warning messages in the yosys log: 1
Class of the worst hold path: reg -> reg
Total via count after detailed routing: 4,902
Antenna Cells: 0
Die outline height: 121 µm
Post-route antenna net violation count: 0
Achievable frequency: 378 MHz
Die Outline Area: 0.0145 mm²
Top-area cell share: 0.547
Clock-pin slew reported for the worst setup and hold paths after clock tree synthesis: 60 ps
Number of buffers added to fix hold violations after cts: 0
Global placer's final weighted congestion: 0.879
Pin count of the biggest net entering global routing: 31
Unrepaired setup endpoints after global routing: no
Worst Hold Slack: 484 ps
Max stage delay cell, worst path: sky130_fd_sc_hd__or4b_2
WL/cell: 24.8 µm
Register-to-register setup slack: 1330 ps
Sort of element at the start of the critical path: input pin
Post-Synthesis Cell Area: 0.00703 mm²
Final Slew Violations: 0
Number of failing setup endpoints in the final timing report: 0
Post-layout period usage: 0.827
Relative contribution of sequential cells to total power: 0.453
Cell types with the largest area share after synthesis: sky130_fd_sc_hd__edfxtp_1 (55%), sky130_fd_sc_hd__a22o_1 (15%), sky130_fd_sc_hd__mux2i_1 (6.0%), sky130_fd_sc_hd__mux4_2 (3.5%), sky130_fd_sc_hd__dfxtp_1 (2.3%)
Initial antenna violation count: 0
Total half-perimeter wirelength after legalization and detailed placement: 12.2 mm
Power per Cell Area: 549 mW/mm²
Top cells by instance count after synthesis: sky130_fd_sc_hd__edfxtp_1 (128), sky130_fd_sc_hd__a22o_1 (120), sky130_fd_sc_hd__mux2i_1 (42)
Fraction of registers with async set/reset: 0
Number of warning messages in the logs: 25
Post-synth regs: 136
Global-route wire length before repair: 29.0 mm
Crit path DAT: 2930 ps
Cells along the critical path: clkdlybuf4s50_1 -> or4b_2 -> nor3_1 -> nor2b_1 -> a22o_1
Endpoint of the worst hold-timing path: dout[6]$_SDFFE_PP0P_
Overflow left after global routing: 0
Initial core utilization: 0.521
Critical path start-end classification: in -> reg
Count of unresolved DRC violations after routing: 0
Max Buffers Root-to-Sink: 2
1st-iter DRT viols: 353
Post-synthesis cell type count: 36
Data required time of the worst path: 3490 ps
Worst-case clock skew: 7.16 ps
Layout cell share with drive strength beyond 1: 0.207
Cts repair resizes: 0
Clock tree from TritonCTS: built
Worst Reg-to-Reg Cells: 3
Drt via density: 6.53
Worst flop-to-flop path endpoint: dout[0]$_SDFFE_PP0P_
Cells after synthesis: 518
Cell total in the yosys stat output: 518
Clock group share of total power: 0.461
Sum of negative setup slack: 0 ps
Power after layout: 4.54 mW
Yosys stat area: 0.00703 mm²
Count of buffers from port buffering: 27
==> per-layer routing <==
metal,share of wire,track usage,vias up
met5,0.0027,0.0294,-
met4,0.023,0.0478,2
met3,0.13,0.171,33
met2,0.43,0.410,286
met1,0.41,0.458,2379
li1,-,-,2202
==> final cells by class <==
class / count / area [µm²]
fill: 998 / 5240
sequential: 136 / 4000
multi-input combinational: 328 / 2760
timing repair buffer: 79 / 651
clock buffer: 18 / 429
tap: 176 / 220
clock inverter: 14 / 204
==> state kept, by name (all words and copies together), names as in the netlist <==
name / cells
mem: 128
dout: 8
==> cells by family (layout without fill, tap and decap cells) <==
group	count (synthesis)	after routing	synth area share
buffers and inverters	54	111	0.0386
flip-flops	136	136	0.569
multiplexers	53	53	0.0950
AND/OR/NAND/NOR	108	108	0.103
AND-OR/OR-AND	167	167	0.194
==> worst min-delay path: cells and delay by family (launching register included) <==
| family | cells | cell delay, ps |
|---|---|---|
| compound gates | 1 | 50 |
| flops | 1 | 310 |
| simple gates | 1 | 80 |
==> through the flow <==
stage                     setup slack [ps]  cells  cell area [µm²]
after floorplan                        695    518             7030
after global placement                 193    719             7630
after detailed placement               162    719             7630
after CTS                              603    751             8270
after global routing                   483    751             8270
final                                  552    751             8270
==> cell usage in the layout, fill, tap and decap left out, types with 2 or more instances in the layout <==
cell and n:
sky130_fd_sc_hd__a211oi_1 6, sky130_fd_sc_hd__a221oi_1 3, sky130_fd_sc_hd__a22o_1 120, sky130_fd_sc_hd__a2bb2oi_1 5, sky130_fd_sc_hd__a311oi_1 5, sky130_fd_sc_hd__and2_1 9
sky130_fd_sc_hd__buf_2 2, sky130_fd_sc_hd__buf_4 52, sky130_fd_sc_hd__bufinv_16 5, sky130_fd_sc_hd__clkbuf_16 17, sky130_fd_sc_hd__clkdlybuf4s50_1 25, sky130_fd_sc_hd__clkinv_1 3
sky130_fd_sc_hd__clkinv_2 2, sky130_fd_sc_hd__clkinvlp_4 2, sky130_fd_sc_hd__dfxtp_1 8, sky130_fd_sc_hd__edfxtp_1 128, sky130_fd_sc_hd__mux2i_1 42, sky130_fd_sc_hd__mux4_2 11
sky130_fd_sc_hd__nand2_1 8, sky130_fd_sc_hd__nand2b_1 4, sky130_fd_sc_hd__nand3_1 6, sky130_fd_sc_hd__nand4bb_1 3, sky130_fd_sc_hd__nor2_1 25, sky130_fd_sc_hd__nor2_2 6
sky130_fd_sc_hd__nor2_4 5, sky130_fd_sc_hd__nor2b_1 6, sky130_fd_sc_hd__nor3_1 10, sky130_fd_sc_hd__nor3_2 5, sky130_fd_sc_hd__nor3_4 7, sky130_fd_sc_hd__o21ai_0 17
sky130_fd_sc_hd__o22ai_1 10, sky130_fd_sc_hd__or3_1 5, sky130_fd_sc_hd__or3b_2 2, sky130_fd_sc_hd__or4_1 2, sky130_fd_sc_hd__or4b_1 2
==> worst max-delay path by stage <==
stage                 cells past startpoint                   to  start
after global routing                      5  mem[0][5]$_DFFE_PP_    rst
final                                     5  mem[0][6]$_DFFE_PP_    rst
after CTS                                 5  mem[0][4]$_DFFE_PP_    rst
==> power groups by stage <==
| stage | Clock, mW | Combinational, mW | Sequential, mW |
|---|---|---|---|
| finish | 2.09 | 0.393 | 2.06 |
| global route | 2.20 | 0.422 | 2.06 |
| CTS | 2.12 | 0.391 | 2.06 |
No activity file was given, so power comes from the tool's default toggle rates.
