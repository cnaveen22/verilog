`design.v`:
```
module fibonacci(clk,rst,value);
input clk,rst;
output [31:0]value;
reg [31:0]current,previous;
always@(posedge clk or posedge rst)
begin
	if(rst)
	begin
		previous<=32'd0;
		current<=32'd1;
	end
	else
	begin
		current<=current+previous;
		previous<=current;
	end
end
	assign value=previous;
endmodule
```
`run.sh`:
```
#!/bin/bash
# OpenROAD 26Q1-2900-gdf79404cd8, Yosys 0.63+post, stock flow scripts
make -C /OpenROAD-flow-scripts/flow DESIGN_CONFIG=/design/flow/config.mk WORK_HOME=/design/flow/orfs finish
```
`config.mk`:
```
export PLATFORM = sky130hd
export DESIGN_NAME = fibonacci
export DESIGN_NICKNAME = fibonacci
export VERILOG_FILES = /design/flow/design.v
export SDC_FILE = /design/flow/constraint.sdc
export NUM_CORES = 4
export LEC_CHECK = 1
export CORE_UTILIZATION = 50
```
`constraint.sdc`:
```
current_design fibonacci

set clk_period 13.7
set clk_io_pct 0.2

create_clock -name clk0 -period $clk_period [get_ports {clk}]

set non_clock_inputs [all_inputs -no_clocks]
set_input_delay [expr $clk_period * $clk_io_pct] -clock clk0 $non_clock_inputs
set_output_delay [expr $clk_period * $clk_io_pct] -clock clk0 [all_outputs]
```
==> flow_summary.json <==
{
  "status": "complete, no violations",
  "grt_pass1_vias": 2542,
  "drt_pre_antenna_iters": 4,
  "fillers": 582,
  "gr-usage-all-layers": 0.203,
  "async_flop_share": 1.00,
  "cts_max_path_buffers": 2,
  "core_um2": 6910,
  "synthCells": 340,
  "totalWireLength_um": 7040,
  "syn_area_um2": 3650,
  "max_freq_mhz": 254,
  "cp_max_fo": 3,
  "synth_flops": 64,
  "clk_latency_ps": 340,
  "ios": 34,
  "setup_tns_ps": 0,
  "cp.arrival_ps": 1200,
  "cp-start-kind": "flop",
  "area_growth_syn_to_layout_pct": 16.1,
  "clk_pin_slew_worst_paths_ps": 70,
  "die_y_um": 87.5,
  "dpl_worst_slack_ps": 9540,
  "top_cell": "dfrtp_1",
  "mux_area_frac": 0.0140,
  "dr_total_vias": 2698,
  "cts_tree": "built",
  "post-cts-setup-buffer-count": 0,
  "warning_count": 26,
  "final_antenna_net_count": 0,
  "clock-sinks": 64,
  "worstHoldPathType": "flop to flop",
  "wire_per_inst_um": 14.8,
  "grt_pass1_wl_um": 11800,
  "synthTopCellsByCount": "dfrtp_1 (63), ha_1 (31), a21oi_1 (28), nand2_1 (20), nor2_1 (20)",
  "edf_count": 0,
  "critPathTopFamily": "buffers and inverters",
  "synth.distinct_cells": 68,
  "ir_drop_mv": 0.0513,
  "drv_cap": 0,
  "hold_violations": 0,
  "yosysWarnings": 1,
  "top_logic_kind": "AND-OR/OR-AND gates",
  "aoi_share": 0.215,
  "critical_path_required_ps": 10960,
  "synth_adder_area_share": 0.112,
  "fin_ws_ps": 9760,
  "powerDensity_nw_per_um2": 86.9,
  "drt_iter0_markers": 157,
  "top_cells_by_area": "dfrtp_1 (43%), ha_1 (11%), a21oi_1 (3.8%), xnor2_1 (3.1%), a21o_1 (2.9%)",
  "cp_num_cells": 1,
  "drive_above_1_share": 0.0789,
  "portBuffers": 33,
  "slowest_delay_ps": 480,
  "cts_hold_buf": 0,
  "synthFlopType": "dfrtp_1",
  "p_leak_nw": 2.13,
  "grt_max_degree": 35,
  "skew_ps": 6.93,
  "ys_sh_xor": 0.0552,
  "yosys_area_um2": 3650,
  "hold_depth": 0,
  "place_inst": 460,
  "stdcell_count": 476,
  "rsz0062_at_grt": "no",
  "reg2regPathDepth": 8,
  "total_power_mw": 0.369,
  "yosysTopAreaCellShare": 0.432,
  "synth_seq_share": 0.439,
  "drc": 0,
  "antenna_found_initial": 0,
  "antenna_cells": 0,
  "report.final.slew_viol_count": 0,
  "slew_headroom": 0.578,
  "critical-path-slowest-cell": "clkdlybuf4s50_1",
  "htreeDepth": 3,
  "cts_resized": 0,
  "synth_top_cell_by_area": "dfrtp_1",
  "ys_cells": 340,
  "gp_congestion": 0.866,
  "fp_util": 0.529,
  "chipArea_um2": 7650,
  "cts-root-buf": "clkbuf_8",
  "rows": 30,
  "finalClockPeriodUsage": 0.288,
  "tightest_slew_ps": 633,
  "overflow": 0,
  "syn_area_per_cell_um2": 10.7,
  "numCtsBuffers": 9,
  "drt-vias-per-instance": 5.67,
  "setup-violations-final": 0,
  "worstSetupPathType": "flop to output pin",
  "die_x_um": 87.5,
  "dp_hpwl_um": 5260,
  "synthSimpleGateAreaFrac": 0.129,
  "crit_chain": "clkdlybuf4s50_1",
  "finalCriticalPeriod_ps": 3940,
  "critPathCaptureType": "output pin",
  "critical_path_buf_inv_count": 1
}
==> worst paths after layout <==
kind / from / endpoint / slack, ps
worst max-delay path: previous[1] / value[1] / 9760
worst min-delay path: current[21] / previous[21] / 380
worst max register to register: current[0] / current[30] / 11020
worst min register to register: current[21] / previous[21] / 380
max in group asynchronous: rst / current[0] / 9990
min in group asynchronous: rst / previous[9] / 2800
==> cell usage in the layout (no fill, tap or decap), drive strengths merged, types with 3 or more instances in the layout <==
cell type	synthesis	final
a211oi	6	6
a2111oi	3	3
and4	5	5
and3	3	3
inv	12	12
nor2b	3	3
nand4	6	6
clkbuf	6	13
nor3	4	4
a21oi	28	28
and2	3	3
ha	31	31
xor2	10	10
o211ai	5	5
nand2b	4	4
dfrtp	63	63
o21ai	14	14
xnor2	13	13
or4	3	3
a211o	3	3
mux2i	4	4
o21bai	3	3
a21o	15	15
nand3	8	8
clkdlybuf4s50	0	33
nand2	20	20
nor2	20	20
o21a	7	7
o311ai	3	3
==> flip-flops by register name, summed over array words and instances (netlist names) <==
| register | count |
|---|---|
| previous | 32 |
| current | 32 |
==> routing by layer <==
| metal | vias to the layer above | wire, um | track usage |
|---|---|---|---|
| li1 | 1345 | - | - |
| met1 | 1298 | 3640 | 0.339 |
| met2 | 47 | 3060 | 0.294 |
| met3 | 8 | 250 | 0.0346 |
| met4 | 0 | 88 | 0.0268 |
| met5 | - | 0 | 0 |
==> cells by family after synthesis <==
logic type	Yosys count
buffers and inverters	22
AND/OR/NAND/NOR	87
flip-flops	64
AND-OR/OR-AND	107
XOR/XNOR	23
multiplexers	5
adder cells (fa/ha/maj)	32
==> layout make-up <==
| type | instances | area, um^2 | share of cell area |
|---|---|---|---|
| repair buffers | 34 | 338 | 0.0797 |
| multi-input cells | 254 | 1920 | 0.453 |
| clock buffers | 13 | 149 | 0.0351 |
| clock inverters | 3 | 65.1 | 0.0153 |
| flip-flops and latches | 64 | 1600 | 0.378 |
| well taps | 96 | 120 | 0.0283 |
| inverters | 12 | 45.0 | 0.0106 |
==> per-stage QoR <==
| step | area, um^2 | hold WS [ps] | utilization |
|---|---|---|---|
| 4_1_cts | 4240 | 375 | 0.614 |
| 3_3_place_gp | 4030 | 359 | 0.583 |
| 3_5_place_dp | 4030 | 366 | 0.583 |
| 2_1_floorplan | 3650 | 357 | - |
| 5_1_grt | 4240 | 389 | 0.614 |
| 6_report | 4240 | 376 | 0.614 |
==> power breakdown <==
group	internal [mW]	switching (mW)
Sequential	0.189	0
Combinational	0.000456	0.00359
Clock	0.107	0.0681
Power is estimated from default activity; no workload was simulated.
