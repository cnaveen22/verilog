==> flow/design.v <==
module adder_4bit(a,b,s,c1);
input [3:0]a,b;
output reg [3:0]s;
output reg c1;
always@(*)
begin
	{c1,s}=a+b;
end
endmodule 
module bcd_adder(a,b,s,c2);
input [3:0]a,b;
output [3:0]s;
output c2;
wire [3:0]w;
wire c1,o1,o2,o3;
adder_4bit A1(a,b,w,c1);
and and1(o1,w[3],w[2]);
and and2(o2,w[3],w[1]);
or or1(o3,c1,o1,o2);
adder_4bit A2(w,{1'b0,o3,o3,1'b0},s[3:0],c2);
endmodule
==> flow/run.sh <==
#!/bin/bash
# OpenROAD 26Q1-2900-gdf79404cd8, Yosys 0.63+post, stock flow scripts
make -C /OpenROAD-flow-scripts/flow DESIGN_CONFIG=/design/flow/config.mk WORK_HOME=/design/flow/orfs finish
==> flow/config.mk <==
export PLATFORM = sky130hd
export DESIGN_NAME = bcd_adder
export DESIGN_NICKNAME = bcd_adder
export VERILOG_FILES = /design/flow/design.v
export SDC_FILE = /design/flow/constraint.sdc
export NUM_CORES = 4
export LEC_CHECK = 1
export CORE_AREA = 10 10 70 70
export DIE_AREA = 0 0 80 80
==> flow/constraint.sdc <==
current_design bcd_adder

set clk_period 3.0
set clk_io_pct 0.2

create_clock -name clk0 -period $clk_period

set non_clock_inputs [all_inputs -no_clocks]
set_input_delay [expr $clk_period * $clk_io_pct] -clock clk0 $non_clock_inputs
set_output_delay [expr $clk_period * $clk_io_pct] -clock clk0 [all_outputs]
==> summary.log <==
INFO  placement      placed_cells=91
INFO  die            core=3416µm²
INFO  detailed_routing post_drt_via_cell_ratio=3.065
INFO  worst_setup_path critPathKind=input pin to primary output
INFO  detailed_routing route.detailed.drc=0
INFO  die            dieArea=6400µm²
INFO  worst_setup_path timing.critical_path.max_delay_family=adder cells
INFO  pwr            ir_drop=0.04270mV
INFO  detailed_routing detail_route.iter0.violations=4
INFO  synth          postSynthCellCount=25
INFO  worst_setup_path cp.buffers_inverters=4
INFO  layout         flop-count=0
INFO  worst_setup_path path_max_fanout=2
INFO  global_route   grt_start_max_net_pins=5
INFO  pwr            power.combinational.fraction=100.0%
INFO  pwr            switching_share=39.10%
INFO  pwr            switching_power=53.72µW
INFO  worst_setup_path max_stage_delay_on_crit_path=540ps
INFO  cts            hold_fix_buffer_count_after_cts=0
INFO  synth          yosys-stat-area=230.2µm²
INFO  pwr            fin_total_pwr=137.4µW
INFO  pwr            static_leakage_power=0.0002231µW
INFO  detailed_routing 1st_pass_router_iterations=2
INFO  die            placement_rows=21
INFO  synth          synthesis.yosys.warnings=1
INFO  worst_setup_path critical_path.startpoint_type=input pin
INFO  detailed_routing avgRoutedWirePerCell=8.892µm
INFO  run            maxCapViolations=0
INFO  synth          synth.cells.most_frequent=ha_1, a21oi_1, fa_1, inv_1
INFO  synth          netlist.top_cell.by_area=ha_1
INFO  worst_setup_path critPathArrivalTime=2680ps
INFO  die            die_height=80µm
INFO  timing         finalHoldWorstSlack=1827ps
INFO  layout         filler_cell_count=393
INFO  layout         layout.core_utilization=15.49%
INFO  detailed_routing finalWirelength=827µm
INFO  layout         synthToLayoutAreaGrowth=129.9%
INFO  global_route   overall_routing_resource_usage=2.574%
INFO  timing         final_critical_path_setup_slack=-276.9ps
INFO  timing         timing_hold_violations_final=0
INFO  die            floorplan.core_util=6.740%
INFO  timing         finalSetupViolations=3
INFO  pwr            p_clk_share=0%
INFO  placement      hpwl=703.1µm
INFO  die            die.size.x=80µm
INFO  pwr            areal_power_density_over_the_cells=259.6nW/µm²
INFO  synth          synth_largest_type_area_fraction=32.61%
INFO  synth          synth.yosys.seq_area_share=0%
INFO  worst_setup_path timing.critical_path.to_type=primary output
INFO  synth          yosys-top-cells-area=ha_1, fa_1, xnor3_1
INFO  worst_setup_path series_of_cell_instances_along_the_critical_path=buf_6 -> ha_4 -> fa_2 -> buf_4 -> buf_4 -> o21ai_1 -> o211ai_1 -> ha_2 -> fa_2 -> buf_2
INFO  synth          most_common_cell=ha_1
INFO  pwr            power_frac_seq=0%
INFO  placement      place.port_buffers=13
INFO  synth          ys_types=15
INFO  placement      dp_slack=-1054ps
INFO  hold_path      worstHoldPathType=input pin to primary output
INFO  worst_setup_path critPathSlowestCell=fa_2
INFO  synth          yosys-stat-cells=25
INFO  layout         drive_above_1_share=57.45%
INFO  pwr            intPower=83.68µW
INFO  global_route   grt_antenna_before_repair=0
INFO  layout         final_cells=93
INFO  global_route   grt_first_pass_wirelength=1380µm
INFO  layout         ff_latch_area=0µm²
INFO  detailed_routing antennaDiodeCount=0
INFO  placement      routability_cong=0.7986
INFO  die            io-pin-count=13
INFO  timing         finalWorstPathRequiredPeriod=3277ps
INFO  run            tool_warnings=35
INFO  layout         count_of_clock_net_buffers_in_the_final_layout=0
INFO  run_status     status=complete, but fails checks
INFO  detailed_routing route.vias.total=285
INFO  synth          synth.avg_cell_area=9.209µm²
INFO  timing         maxSlewViolCount=0
INFO  run_status     violations=setup timing
INFO  timing         worstMarginPinSlew=228.1ps
INFO  global_route   via_count_of_the_first_global_routing_pass=310
INFO  timing         max_slew_headroom_at_the_worst_pin=84.73%
INFO  timing         max_clock_freq=0.3052GHz
INFO  timing         post-route-period-util=109.2%
INFO  global_route   grt_overflow=0
INFO  timing         rsz_0062_raised_after_global_routing=yes
INFO  detailed_routing antenna_violating_nets_post_route=0
INFO  synth          post_synth_instance_area=230.2µm²
INFO  worst_setup_path worst_path_required=2400ps
power by group through the flow:
| stage | logic, µW | clock network, µW | registers [µW] |
|---|---|---|---|
| 4_1_cts | 143 | 0 | 0 |
| 6_report | 137 | 0 | 0 |
| 5_1_grt | 156 | 0 | 0 |
metrics by stage:
stage / cell area, µm² / setup TNS, ps
after floorplan: 250.2 / -56.71
final: 529.3 / -705.5
after global placement: 490.5 / -3507
after global routing: 529.3 / -949.1
after CTS: 534.3 / -721.9
after detailed placement: 490.5 / -3623
worst paths after layout:
path              from   end  cells after the start
hold / removal    b[0]  s[0]                      3
setup / recovery  a[0]  s[2]                     10
logic make-up (layout without fill, tap and decap cells):
| family | count (synthesis) | count (layout) | synth area share (%) |
|---|---|---|---|
| and+or+nand+nor | 5 | 5 | 11.41 |
| xor gates and xnor gates | 2 | 2 | 13.59 |
| buffers and inverters | 2 | 24 | 3.262 |
| adders and majority gates | 8 | 8 | 50.00 |
| AOI/OAI and AO/OA | 8 | 8 | 21.74 |
cell usage in the layout (no fill, tap or decap), types with 2 or more instances in the layout:
cell type / instances
dlygate4sd2_1: 2
clkdlybuf4s50_1: 3
a21oi_1: 3
buf_4: 9
ha_1: 2
buf_6: 2
ha_4: 3
fa_2: 2
buf_2: 4
inv_1: 2
routing by layer:
| metal | vias to the layer above | routed length, µm | GRT usage (%) | share of wire (%) |
|---|---|---|---|---|
| met5 | - | 0 | 0 | 0 |
| met4 | 0 | 0 | 0 | 0 |
| met2 | 1 | 532 | 5.778 | 64 |
| li1 | 141 | - | - | - |
| met1 | 143 | 279 | 2.470 | 34 |
| met3 | 0 | 15 | 0.2273 | 1.8 |
repair_timing:
| action | 4_1_cts | 5_1_grt |
|---|---|---|
| setup endpoints to repair | 4 | 4 |
| pin swaps | 8 | 4 |
| buffers inserted | 2 | 0 |
| gates resized | 36 | 1 |
final cells by class:
class                           instances  area (µm²)  area share (%)
Multi-Input combinational cell         23       290.3           54.85
Timing Repair Buffer                   22       173.9           32.86
Tap cell                               46       57.56           10.87
Inverter                                2       7.507           1.418
Power is estimated from default activity; no workload was simulated.
